==> ./design.v <==
module draw_grid(clock, reset,
                 start, done,
                 grid_x, grid_y, grid_out,
                 vga_x, vga_y, vga_colour, vga_write);
    input clock;
    input reset;
    input start;
    output done;
    output [5:0] grid_x;
    output [4:0] grid_y;
    input [2:0] grid_out;
    output [7:0] vga_x;
    output [6:0] vga_y;
    output [17:0] vga_colour;
    output vga_write;
    wire reset_counter, increment_counter, draw_square, counter_at_max, draw_square_done;
    _draw_grid_fsm dgf0 (.clock(clock),
                         .reset(reset),
                         .start(start),
                         .done(done),
                         .reset_counter(reset_counter),
                         .increment_counter(increment_counter),
                         .draw_square(draw_square),
                         .counter_at_max(counter_at_max),
                         .draw_square_done(draw_square_done));
    _draw_grid_datapath dgd0 (.clock(clock),
                              .reset(reset),
                              .grid_x(grid_x),
                              .grid_y(grid_y),
                              .grid_out(grid_out),
                              .vga_x(vga_x),
                              .vga_y(vga_y),
                              .vga_colour(vga_colour),
                              .vga_write(vga_write),
                              .reset_counter(reset_counter),
                              .increment_counter(increment_counter),
                              .draw_square(draw_square),
                              .counter_at_max(counter_at_max),
                              .draw_square_done(draw_square_done));
endmodule
module _draw_grid_fsm(clock, reset,
                      start, done,
                      reset_counter, increment_counter, draw_square, counter_at_max, draw_square_done);
    input clock;
    input reset;
    input start;
    output done;
    output reset_counter;
    output increment_counter;
    output draw_square;
    input counter_at_max;
    input draw_square_done;
    reg [2:0] state;
    localparam WAIT            = 3'd0,
               INITIALIZE      = 3'd1,
               DRAW_SQUARE     = 3'd2,
               WAIT_FOR_SQUARE = 3'd3,
               INCREMENT       = 3'd4,
               DONE            = 3'd5;
    always @(posedge clock) begin
        if (reset)
            state <= WAIT;
        else begin
            case (state)
                WAIT:            state <= start ? INITIALIZE : WAIT;
                INITIALIZE:      state <= DRAW_SQUARE;
                DRAW_SQUARE:     state <= WAIT_FOR_SQUARE;
                WAIT_FOR_SQUARE: state <= draw_square_done ? (counter_at_max ? DONE : INCREMENT) : WAIT_FOR_SQUARE;
                INCREMENT:       state <= DRAW_SQUARE;
                DONE:            state <= WAIT;
                default:         state <= WAIT;
            endcase
        end
    end
    assign reset_counter = state == INITIALIZE;
    assign increment_counter = state == INCREMENT;
    assign draw_square = state == DRAW_SQUARE;
    assign done = state == DONE;
endmodule
module _draw_grid_datapath(clock, reset,
                           grid_x, grid_y, grid_out,
                           vga_x, vga_y, vga_colour, vga_write,
                           reset_counter, increment_counter, draw_square, counter_at_max, draw_square_done);
    input clock;
    input reset;
    output [5:0] grid_x;
    output [4:0] grid_y;
    input [2:0] grid_out;
    output [7:0] vga_x;
    output [6:0] vga_y;
    output [17:0] vga_colour;
    output vga_write;
    input reset_counter;
    input increment_counter;
    input draw_square;
    output counter_at_max;
    output draw_square_done;
    reg [5:0] grid_x;
    reg [4:0] grid_y;
    wire x_at_max;
    wire y_at_max;
    assign x_at_max = grid_x == 6'd39;
    assign y_at_max = grid_y == 5'd29;
    always @(posedge clock) begin
        if (reset_counter | reset) begin
            grid_x <= 6'b0;
            grid_y <= 5'b0;
        end
        else if (increment_counter) begin
            if (x_at_max) begin
                grid_x <= 0;
                grid_y <= grid_y + 1;
            end
            else
                grid_x <= grid_x + 1;
        end
    end
    assign counter_at_max = x_at_max & y_at_max;
    draw_square ds0 (.clock(clock),
                     .reset(reset),
                     .start(draw_square),
                     .done(draw_square_done),
                     .x({2'b0, grid_x} << 2),
                     .y({2'b0, grid_y} << 2),
                     .colour({{6{grid_out[2]}}, {6{grid_out[1]}}, {6{grid_out[0]}}}),
                     .vga_x(vga_x),
                     .vga_y(vga_y),
                     .vga_colour(vga_colour),
                     .vga_write(vga_write));
endmodule
module draw_square(clock, reset,
                   start, done,
                   x, y, colour,
                   vga_x, vga_y, vga_colour, vga_write);
    input clock;
    input reset;
    input start;
    output done;
    input [7:0] x;
    input [6:0] y;
    input [17:0] colour;
    output [7:0] vga_x;
    output [6:0] vga_y;
    output [17:0] vga_colour;
    output vga_write;
    wire load, reset_counter, increment_counter, add_offset, counter_at_max;
    _draw_square_datapath dsd0 (.clock(clock),
                                .reset(reset),
                                .x(x),
                                .y(y),
                                .colour(colour),
                                .vga_x(vga_x),
                                .vga_y(vga_y),
                                .vga_colour(vga_colour),
                                .load(load),
                                .reset_counter(reset_counter),
                                .increment_counter(increment_counter),
                                .add_offset(add_offset),
                                .counter_at_max(counter_at_max));
    _draw_square_fsm dsf0 (.clock(clock),
                           .reset(reset),
                           .start(start),
                           .done(done),
                           .load(load),
                           .reset_counter(reset_counter),
                           .increment_counter(increment_counter),
                           .add_offset(add_offset),
                           .vga_write(vga_write),
                           .counter_at_max(counter_at_max));
endmodule
module _draw_square_fsm(clock, reset,
                        start, done,
                        load, reset_counter, increment_counter, add_offset, vga_write, counter_at_max);
    input clock;
    input reset;
    input start;
    output done;
    output load;
    output reset_counter;
    output increment_counter;
    output add_offset;
    output vga_write;
    input counter_at_max;
    reg [2:0] state;
    localparam WAIT       = 3'd0,
               INITIALIZE = 3'd1,
               ADD_OFFSET = 3'd2,
               WRITE_VGA  = 3'd3,
               INCREMENT  = 3'd4,
               DONE       = 3'd5;
    always @(posedge clock) begin
        if (reset)
            state <= WAIT;
        else begin
            case (state)
                WAIT:        state <= start ? INITIALIZE : WAIT;
                INITIALIZE:  state <= ADD_OFFSET;
                ADD_OFFSET:  state <= WRITE_VGA;
                WRITE_VGA:   state <= counter_at_max ? DONE : INCREMENT;
                INCREMENT:   state <= ADD_OFFSET;
                DONE:        state <= WAIT;
                default:     state <= WAIT;
            endcase
        end
    end
    assign load = state == INITIALIZE;
    assign reset_counter = state == INITIALIZE;
    assign add_offset = state == ADD_OFFSET;
    assign vga_write = state == WRITE_VGA;
    assign increment_counter = state == INCREMENT;
    assign done = state == DONE;
endmodule
module _draw_square_datapath(clock, reset,
                             x, y, colour,
                             vga_x, vga_y, vga_colour,
                             load, reset_counter, increment_counter, add_offset, counter_at_max);
    input clock;
    input reset;
    input [7:0] x;
    input [6:0] y;
    input [17:0] colour;
    output [7:0] vga_x;
    output [6:0] vga_y;
    output [17:0] vga_colour;
    input load;
    input reset_counter;
    input increment_counter;
    input add_offset;
    output counter_at_max;
    reg [7:0] x_base;
    reg [6:0] y_base;
    reg [7:0] vga_x;
    reg [6:0] vga_y;
    reg [17:0] vga_colour;
    reg [3:0] counter;
    wire [1:0] x_offset;
    wire [1:0] y_offset;
    assign x_offset = counter[1:0];
    assign y_offset = counter[3:2];
    always @(posedge clock) begin
        if (reset) begin
            x_base <= 8'b0;
            y_base <= 7'b0;
            vga_x <= 8'b0;
            vga_y <= 7'b0;
            vga_colour <= 18'b0;
        end
        else begin
            if (load) begin
              x_base <= x;
              y_base <= y;
              vga_colour <= colour;
            end
            if (add_offset) begin
                vga_x <= x_base + {6'b0, x_offset};
                vga_y <= y_base + {5'b0, y_offset};
            end
        end
    end
    always @(posedge clock) begin
        if (reset_counter | reset) begin
            counter <= 4'b0;
        end
        else if (increment_counter) begin
            counter <= counter + 1;
        end
    end
    assign counter_at_max = &counter;
endmodule
==> ./run.sh <==
#!/bin/bash
# OpenROAD 26Q1-2900-gdf79404cd8, Yosys 0.63+post, stock flow scripts
make -C /OpenROAD-flow-scripts/flow DESIGN_CONFIG=/design/flow/config.mk WORK_HOME=/design/flow/orfs finish
==> ./config.mk <==
export PLATFORM = sky130hd
export DESIGN_NAME = draw_grid
export DESIGN_NICKNAME = draw_grid
export VERILOG_FILES = /design/flow/design.v
export SDC_FILE = /design/flow/constraint.sdc
export NUM_CORES = 4
export LEC_CHECK = 1
export CORE_UTILIZATION = 50
==> ./constraint.sdc <==
current_design draw_grid

set clk_period 2.5
set clk_io_pct 0.2

create_clock -name clk0 -period $clk_period [get_ports {clock}]

set non_clock_inputs [all_inputs -no_clocks]
set_input_delay [expr $clk_period * $clk_io_pct] -clock clk0 $non_clock_inputs
set_output_delay [expr $clk_period * $clk_io_pct] -clock clk0 [all_outputs]
==> reports/metrics.cfg <==
[run_status]
outcome=finished, final reports clean

[worst_hold_path]
holdCritPathClass=reg2reg
min-delay-start=dgd0.ds0.dsf0.state[0]
hold_path_depth=2
whs_endpoint=dgd0.ds0.dsf0.state[3]

[route]
drtIter0Drc=68
ant_nets=0
viasPerCell=5.12
diodes=0
wl_per_cell_um=12.3
drc_errors=0
vias=1592
dr.pass1.iters=4
drt_wl_total_mm=3.83

[timing]
tightest_slew_ns=0.471
tns_ns=0
rsz0062_at_grt=false
setup_violations=0
clock_skew_ns=0.00386
whs_ns=0.446
relSlewSlack=0.684
fin_crit_ns=1.91
timing.fmax_mhz=523
slew_viol_final=0
fin_crit_sh=0.765
hold_viol=0

[worst_setup_path]
cp_slowest_cell=or4_1
worstPathMaxFanout=13
cp.required_ns=2.75
critPathMaxStageDelay_ns=0.63
crit_arrival_ns=2.16
rrSetupSlack_ns=0.59
critPathKind=reg2reg
timing.rr.start=dgd0.grid_x[0]
crit_chain=ha_1 > nand4b_1 > or4_1 > a21oi_1
critPathCaptureType=register
worstReg2RegEnd=dgd0.grid_y[4]
startpoint_type=register
r2r_cells=4

[floorplan]
die-width_um=68.3
rows=23
die_h_um=68.3
dieArea_um2=4670
core-area_um2=4120
io_pins=52
fp-utilization=0.535

[yosys]
netlist_area_um2=2200
synthCells=226
avgSynthCellArea_um2=9.73
fa_ha_area_frac=0.0228
xor_area_frac=0.0239
synth_stat.cells=226
yosysWarnings=4
top_logic_kind=simple AND/OR/NAND/NOR gates
ys_types=28
numSynthFlops=56
synth_chip_area_um2=2200
ys_seq_share=0.510
mux_share=0.141
ys_sh_aoi=0.0466
synthSimpleGateAreaFrac=0.166

[power]
power.density_nw_per_um2=560
switchingPower_mw=0.312
switching_share=0.204
irDropWorstVdd_v=0.000360
clkPwrFrac=0.379
leakagePower_nw=0.941
p_int_mw=1.22
power_mw=1.53
p_seq_frac=0.590
comb_power_share=0.031

[global_route]
grt_usage=0.174
grt_max_degree=24
overflow=0
antenna_found_initial=0
grt_pass1_vias=1315
grt_pass1_wl_mm=5.97

[cells_and_area]
finalNonFillerCells=311
lay_top_cells=dfxtp_1 (56), clkdlybuf4s50_1 (51), nor2_1 (44)
area.growth.synth_to_final_pct=24.3
n_fill_cell=315
lay_top_count=dfxtp_1
post_route_cells_drive_above_1_share=0.0536

[clock_network]
clk_pin_slew_ns=0.10
post_cts_buffers=0
cts_max_path_buffers=2
cts_tree=built
cts_root_buf=clkbuf_8
cts.sinks=56
cts_htree_levels=2
cts_resized=0
cts_hold_buf=0
clock_latency_ns=0.31
cts_buffers=5

[placement]
portBuffers=51
hpwl_mm=2.70
gp_congestion=0.856
dp.cells=303

[job]
drv_cap=0
warning_count=27

## layout make-up
| cell class | count | area (µm²) | share of cell area |
|---|---|---|---|
| Clock buffer | 5 | 68.8 | 0.0252 |
| Tap cell | 50 | 62.6 | 0.0229 |
| Inverter | 5 | 18.8 | 0.00686 |
| Timing Repair Buffer | 55 | 541 | 0.198 |
| Clock inverter | 3 | 42.5 | 0.0156 |
| Sequential cell | 56 | 1120 | 0.410 |
| Multi-Input combinational cell | 137 | 881 | 0.322 |
## routing by layer
metal	wire length [µm]	global-route usage	part of all wire
met1	2050	0.288	0.53
met2	1530	0.246	0.40
met3	174	0.0304	0.045
met4	76	0.0313	0.020
met5	0	0	0
## through the flow
| step | setup slack (ns) | util | cell area (µm²) |
|---|---|---|---|
| floorplan | 1.11 | - | 2200 |
| finish | 0.588 | 0.665 | 2740 |
| global placement | 0.692 | 0.638 | 2620 |
| CTS | 0.604 | 0.665 | 2740 |
| detailed placement | 0.659 | 0.638 | 2620 |
| global route | 0.449 | 0.665 | 2740 |
## worst max path at each step
stage                  start        endpoint  slack [ns]  cells past startpoint
finish        dgd0.grid_x[0]  dgd0.grid_y[4]        0.59                      4
global route  dgd0.grid_x[0]  dgd0.grid_y[4]        0.45                      4
CTS           dgd0.grid_x[0]  dgd0.grid_y[3]        0.60                      4
## logic make-up (layout without fill, tap and decap cells)
family                   after synthesis  after routing
XOR/XNOR                               6              6
AND-OR/OR-AND                         18             18
AND/OR/NAND/NOR                       78             78
adder cells (fa/ha/maj)                4              4
multiplexers                          31             31
buffers and inverters                 33             68
flip-flops                            56             56
## power by group through the flow
stage / sequential (mW) / combinational [mW] / clock, mW
after global routing: 0.904 / 0.0538 / 0.626
after CTS: 0.903 / 0.0488 / 0.588
final: 0.903 / 0.0481 / 0.580
## flip-flops by register name (all words and copies together) (netlist names)
register and flops:
dgd0.ds0.dsd0.counter 4, dgd0.ds0.dsd0.vga_x 8, dgd0.ds0.dsd0.vga_colour 3, dgd0.ds0.dsd0.vga_y 7
dgf0.state 6, dgd0.grid_y 5, dgd0.ds0.dsd0.y_base 5, dgd0.grid_x 6
dgd0.ds0.dsf0.state 6, dgd0.ds0.dsd0.x_base 6
## synthesized netlist by cell type, drive strengths merged
library cell,number,area share
dfxtp,56,0.51
nor2,44,0.075
mux2i,31,0.14
buf,24,0.075
a21oi,7,0.016
nor3,7,0.016
nand2,6,0.010
o21ai,6,0.014
inv,5,0.0085
xor2,5,0.020
clkbuf,4,0.0068
ha,4,0.023
nand4,4,0.011
nand2b,3,0.012
nand3,3,0.0068
nor2b,3,0.0085
o31ai,3,0.010
or4,3,0.010
o21a,2,0.0068
or3,2,0.0057
nand4b,1,0.0040
nor3b,1,0.0034
or2,1,0.0028
xnor2,1,0.0040
## critical path, delay by kind of cell (launching register included)
| kind | cells | cell delay [ns] |
|---|---|---|
| DFF | 1 | 0.44 |
| and+or+nand+nor | 2 | 1.03 |
| AOI/OAI and AO/OA | 1 | 0.15 |
| adders and majority gates | 1 | 0.22 |
Power is estimated from default activity; no workload was simulated.
