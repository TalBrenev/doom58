## ./design.v

```verilog
module enemy_updater(clock, reset,
                     start, done,
                     grid_x, grid_y, grid_out, grid_write, grid_in);
    input clock;
    input reset;
    input start;
    output done;
    output [5:0] grid_x;
    output [4:0] grid_y;
    input [2:0] grid_out;
    output grid_write;
    output [2:0] grid_in;
    wire increment_grid_counter, check_possible_position, draw_new_position, erase_last_position, get_next_position, check_if_enemy, reset_counters;
    wire is_enemy, can_goto_new_position, grid_counter_max, update_enemy_start;
    _enemy_updater_fsm euf0(.clock(clock),
                            .reset(reset),
                            .start(start),
                            .done(done),
                            .increment_grid_counter(increment_grid_counter),
                            .check_possible_position(check_possible_position),
                            .draw_new_position(draw_new_position),
                            .erase_last_position(erase_last_position),
                            .get_next_position(get_next_position),
                            .check_if_enemy(check_if_enemy),
                            .reset_counters(reset_counters),
                            .is_enemy(is_enemy),
                            .can_goto_new_position(can_goto_new_position),
                            .grid_counter_max(grid_counter_max),
                            .update_enemy_start(update_enemy_start));
    _enemy_updater_datapath eud0(.clock(clock),
                                 .reset(reset),
                                 .grid_x(grid_x),
                                 .grid_y(grid_y),
                                 .grid_out(grid_out),
                                 .grid_write(grid_write),
                                 .grid_in(grid_in),
                                 .increment_grid_counter(increment_grid_counter),
                                 .check_possible_position(check_possible_position),
                                 .draw_new_position(draw_new_position),
                                 .erase_last_position(erase_last_position),
                                 .get_next_position(get_next_position),
                                 .check_if_enemy(check_if_enemy),
                                 .reset_counters(reset_counters),
                                 .is_enemy(is_enemy),
                                 .can_goto_new_position(can_goto_new_position),
                                 .grid_counter_max(grid_counter_max),
                                 .update_enemy_start(update_enemy_start));
endmodule
module _enemy_updater_fsm(clock, reset,
                          start, done,
                          increment_grid_counter, check_possible_position, draw_new_position, erase_last_position, get_next_position, check_if_enemy, reset_counters,
                          is_enemy, can_goto_new_position, grid_counter_max, update_enemy_start);
    input clock, reset;
    input start;
    output done;
    output increment_grid_counter, check_possible_position, draw_new_position, erase_last_position, get_next_position, check_if_enemy, reset_counters;
    input is_enemy, can_goto_new_position, grid_counter_max, update_enemy_start;
    reg [3:0] state;
    localparam WAIT                    = 4'd0,
               INITIALIZE              = 4'd1,
               ENEMY_CAN_BE_CHECKED    = 4'd10,
               CHECK_IF_ENEMY          = 4'd2,
               GET_NEXT_POSITION       = 4'd3,
               CHECK_POSSIBLE_POSITION = 4'd4,
               DRAW_NEW_POSITION       = 4'd5,
               ERASE_LAST_POSITION     = 4'd6,
               CHECK_DONE              = 4'd7,
               INCREMENT               = 4'd8,
               DONE                    = 4'd9,
               DUMMY1                  = 4'd11,
               DUMMY2                  = 4'd12,
               DUMMY3                  = 4'd13,
               DUMMY4                  = 4'd14;
    always @(posedge clock) begin
        if (reset)
            state <= WAIT;
        else begin
            case (state)
                WAIT:                    state <= start ? ENEMY_CAN_BE_CHECKED : WAIT;
                ENEMY_CAN_BE_CHECKED:    state <= update_enemy_start ? INITIALIZE : DONE;
                INITIALIZE:              state <= CHECK_IF_ENEMY;
                CHECK_IF_ENEMY:          state <= DUMMY1;
                DUMMY1:                  state <= is_enemy ? GET_NEXT_POSITION : CHECK_DONE;
                GET_NEXT_POSITION:       state <= CHECK_POSSIBLE_POSITION;
                CHECK_POSSIBLE_POSITION: state <= DUMMY2;
                DUMMY2:                  state <= can_goto_new_position ? DRAW_NEW_POSITION : CHECK_DONE;
                DRAW_NEW_POSITION:       state <= DUMMY3;
                DUMMY3:                  state <= ERASE_LAST_POSITION;
                ERASE_LAST_POSITION:     state <= DUMMY4;
                DUMMY4:                  state <= CHECK_DONE;
                CHECK_DONE:              state <= grid_counter_max ? DONE : INCREMENT;
                INCREMENT:               state <= CHECK_IF_ENEMY;
                DONE:                    state <= WAIT;
                default:                 state <= WAIT;
            endcase
        end
    end
    assign increment_grid_counter = state == INCREMENT;
    assign check_possible_position = state == CHECK_POSSIBLE_POSITION | state == DUMMY2;
    assign get_next_position = state == GET_NEXT_POSITION;
    assign check_if_enemy = state == CHECK_IF_ENEMY | state == DUMMY1;
    assign draw_new_position = state == DRAW_NEW_POSITION | state == DUMMY3;
    assign erase_last_position = state == ERASE_LAST_POSITION | state == DUMMY4;
    assign reset_counters = state == INITIALIZE;
    assign done = state == DONE;
endmodule
module _enemy_updater_datapath(clock, reset,
                               grid_x, grid_y, grid_out, grid_write, grid_in,
                               increment_grid_counter, check_possible_position, draw_new_position, erase_last_position, get_next_position, check_if_enemy, reset_counters,
                               is_enemy, can_goto_new_position, grid_counter_max, update_enemy_start);
     input clock, reset;
     output reg [5:0] grid_x;
     output reg [4:0] grid_y;
     input [2:0] grid_out;  
     output reg grid_write;
     output reg [2:0] grid_in;
     input increment_grid_counter, check_possible_position, draw_new_position, erase_last_position, get_next_position, check_if_enemy, reset_counters;
     output reg is_enemy, can_goto_new_position, update_enemy_start;
     output grid_counter_max;
     reg [31:0] check_counter;
     always @(posedge clock) begin
       if (reset_counters | reset) begin
          update_enemy_start <= 0;
          check_counter <= 32'd200000;
       end
       if (check_counter != 32'b0)
          begin
              check_counter <= check_counter - 32'b1;
          end
       else begin
          update_enemy_start <= 1;
       end
     end
     reg [1:0] direction_counter;
     always @(posedge clock) begin
        if (direction_counter == 2'd3)
            direction_counter <= 2'd0;
        else
            direction_counter <= direction_counter + 1;
     end
     reg [5:0] curr_grid_x;
     reg [4:0] curr_grid_y;
     reg [5:0] next_grid_x;
     reg [4:0] next_grid_y;
     reg [2:0] grid_access;
     always @(posedge clock) begin
         if (check_possible_position)
             grid_access <= 3'd0;
         else if (draw_new_position)
             grid_access <= 3'd1;
         else if (erase_last_position)
             grid_access <= 3'd2;
         else if (check_if_enemy)
             grid_access <= 3'd3;
         else
             grid_access <= 3'd4;
     end
     always @(posedge clock) begin
         case (grid_access)
             3'd0: begin  
               grid_x <= next_grid_x;
               grid_y <= next_grid_y;
               grid_write <= 0;
               grid_in <= 0;
             end
             3'd1: begin  
               grid_x <= next_grid_x;
               grid_y <= next_grid_y;
               grid_write <= 1;
               grid_in <= 3'd4;
             end
             3'd2: begin  
               grid_x <= curr_grid_x;
               grid_y <= curr_grid_y;
               grid_write <= 1;
               grid_in <= 3'd0;
             end
             3'd3: begin  
               grid_x <= curr_grid_x;
               grid_y <= curr_grid_y;
	       grid_write <= 0;
             end
             default: begin  
               grid_write <= 0;
             end
        endcase
     end
     always @(posedge clock) begin
         if (reset_counters | reset) begin
             curr_grid_x <= 6'b0;
             curr_grid_y <= 5'b0;
         end
         else if (increment_grid_counter) begin
             if (x_at_max) begin
                 curr_grid_x <= 0;
                 curr_grid_y <= curr_grid_y + 1;
             end
             else
                 curr_grid_x <= curr_grid_x + 1;
         end
         else if (check_if_enemy) begin
           is_enemy <= grid_out == 3'd4;
         end
         else if (get_next_position) begin
           if (direction_counter == 2'd0) begin
             next_grid_x <= curr_grid_x;
             next_grid_y <= curr_grid_y - 1;
           end
           if (direction_counter == 2'd1) begin
             next_grid_x <= curr_grid_x + 1;
             next_grid_y <= curr_grid_y;
           end
           if (direction_counter == 2'd2) begin
             next_grid_x <= curr_grid_x;
             next_grid_y <= curr_grid_y + 1;
           end
           if (direction_counter == 2'd3) begin
             next_grid_x <= curr_grid_x - 1;
             next_grid_y <= curr_grid_y;
           end
         end
         else if (check_possible_position) begin
           can_goto_new_position <= grid_out == 3'd0;
         end
     end
     assign grid_counter_max = x_at_max & y_at_max;
     wire x_at_max;
     wire y_at_max;
     assign x_at_max = curr_grid_x == 6'd39;
     assign y_at_max = curr_grid_y == 5'd29;
endmodule
```

## ./run.sh

```bash
#!/bin/bash
# OpenROAD 26Q1-2900-gdf79404cd8, Yosys 0.63+post, stock flow scripts
make -C /OpenROAD-flow-scripts/flow DESIGN_CONFIG=/design/flow/config.mk WORK_HOME=/design/flow/orfs finish
```

## ./config.mk

```make
export PLATFORM = sky130hd
export DESIGN_NAME = enemy_updater
export DESIGN_NICKNAME = enemy_updater
export VERILOG_FILES = /design/flow/design.v
export SDC_FILE = /design/flow/constraint.sdc
export NUM_CORES = 4
export LEC_CHECK = 1
export CORE_UTILIZATION = 30
```

## ./constraint.sdc

```tcl
current_design enemy_updater

set clk_period 13.1
set clk_io_pct 0.2

create_clock -name clk0 -period $clk_period [get_ports {clock}]

set non_clock_inputs [all_inputs -no_clocks]
set_input_delay [expr $clk_period * $clk_io_pct] -clock clk0 $non_clock_inputs
set_output_delay [expr $clk_period * $clk_io_pct] -clock clk0 [all_outputs]
```

==> qor.log <==
INFO  status         status=finished clean
INFO  synth          synth_area=4240squm
INFO  worst_setup_path reg2regPathDepth=8
INFO  routing        detail_route.drc_violations=0
INFO  final_timing   number_of_setup_violations_in_the_final_report=0
INFO  final_timing   skew=7.06ps
INFO  synth          synth_flops=91
INFO  cells_and_area share_of_cells_above_drive_strength_1=0.0964
INFO  cts            clockBufferDepth=2
INFO  grt            grt_start_max_net_pins=33
INFO  floorplan      die-area=14600squm
INFO  synth          ys_cells=393
INFO  routing        drt_wl_total=7700um
INFO  final_timing   setup_total_negative_slack=0ps
INFO  synth          yosys-top-cells-area=edfxtp_1, dfxtp_1, nor2_1
INFO  synth          ys.flop_type=edfxtp_1
INFO  routing        avgRoutedWirePerCell=12.9um
INFO  synth          postSynthAreaPerCell=10.8squm
INFO  synth          top_cell_area_share=0.403
INFO  grt            grt_antenna_before_repair=0
INFO  grt            global_route.usage.met2=0.178
INFO  synth          synth-warning-count=2
INFO  grt            grt_usage=0.119
INFO  synth          syn-instance-count=393
INFO  final_timing   slew_viol_final=0
INFO  hold_path      holdPathEnd=eud0.grid_write$_DFF_P_
INFO  worst_setup_path worst_path_class_setup=input pin to register
INFO  final_timing   maxClockFrequency=0.215GHz
INFO  floorplan      die_h=121um
INFO  final_timing   period_needed=4660ps
INFO  floorplan      placementRows=43
INFO  floorplan      core-area=13800squm
INFO  cts            cts_tree=yes
INFO  power_and_ir_drop powerDensity=133nW/um^2
INFO  power_and_ir_drop share_clk_of_total_power=0.394
INFO  grt            overflow=0
INFO  power_and_ir_drop total_leakage_power=1.77nW
INFO  worst_setup_path critPathCaptureType=register
INFO  routing        via_count=2832
INFO  cts            clkTransAtPathRegs=70ps
INFO  cts            cts_root_buf=clkbuf_16
INFO  hold_path      hold_path_class=register to register
INFO  placed_design  place.detailed.hpwl=4990um
INFO  worst_setup_path critical_path.top_delay_family=simple AND/OR/NAND/NOR gates
INFO  placed_design  place.port_buffers=19
INFO  worst_setup_path cpPeakStageDelay=730ps
INFO  cells_and_area areaGrowthSynthToFinish=15.8%
INFO  cells_and_area filler_cell_count=1333
INFO  worst_setup_path critical_path_buf_inv_count=1
INFO  final_timing   max-slew-margin-rel=0.540
INFO  power_and_ir_drop power.combinational.fraction=0.066
INFO  worst_setup_path cp.required=13080ps
INFO  worst_setup_path worstSetupStartpointType=input pin
INFO  flow_run       drv_cap=0
INFO  routing        drt_pass1_iterations=4
INFO  floorplan      floorplan.die.width=121um
INFO  cells_and_area final-comb-area=1730squm
INFO  routing        detail_route.antenna_diodes=0
INFO  hold_path      hp-start=eud0.grid_access[3]$_DFF_P_
INFO  synth          synth-async-reset-ratio=0
INFO  grt            grt_use_met1=0.187
INFO  grt            gr-max-usage-layer=met1
INFO  power_and_ir_drop p_total=656uW
INFO  hold_path      hold-path-cell-count=1
INFO  cells_and_area regArea=2390squm
INFO  power_and_ir_drop netSwitchingFraction=0.236
INFO  cts            post_cts.repair.setup_buffers=0
INFO  final_timing   grt_setup_unrepaired=no
INFO  cts            numCtsBuffers=9
INFO  routing        route.detailed.vias_per_inst=4.76
INFO  worst_setup_path reg2reg_to=eud0.check_counter[8]$_SDFFCE_PN1P_
INFO  final_timing   hold_violations=0
INFO  grt            first_pass_grt_wire_length=13600um
INFO  power_and_ir_drop p_switching=155uW
INFO  cts            clock_sinks=91
INFO  power_and_ir_drop seqPwrFrac=0.540
INFO  cts            ctsResizeCount=0
INFO  worst_setup_path critPathSlowestCell=clkdlybuf4s50_1
INFO  power_and_ir_drop internal-power=501uW
INFO  final_timing   timing.final.crit_share=0.355
INFO  worst_setup_path worst-endpoint-arrival=4640ps
INFO  synth          largest_area_cell=edfxtp_1
INFO  routing        drt_first_iter_violations=255
INFO  worst_setup_path crit_path_max_fanout=19
INFO  flow_run       warnings=30
INFO  cts            cts_hold_fix_bufs=0
INFO  grt            grt_pass1_vias=2801
INFO  power_and_ir_drop peakVddDrop=66.4uV
INFO  synth          synth_cell_type_count=53
INFO  floorplan      fp_util=0.307
INFO  final_timing   tightestPinTransition=684ps
INFO  cts            clock.latency.late_pin=340ps
INFO  grt            met3_resource_use_gr=0.0331
INFO  worst_setup_path rr_startpoint=eud0.check_counter[0]$_SDFFCE_PN0P_
INFO  cts            htreeDepth=3
INFO  synth          enable_flop_cells=57
INFO  synth          synth-area-yosys=4240squm
INFO  synth          seq_area_frac_synth=0.564
INFO  worst_setup_path critical_path.cell_chain=clkdlybuf4s50_1 -> nor3_1 -> and3_1
INFO  routing        antenna_left=0
INFO  worst_setup_path rrSetupSlack=9850ps
INFO  floorplan      io_pins=22
INFO  placed_design  gp_weighted_congestion=0.809
==> kinds of logic (layout without fill, tap and decap cells) <==
logic type / Yosys count / in the layout / synth area share
and+or+nand+nor: 175 / 175 / 0.219
muxes: 12 / 12 / 0.0313
buffers and inverters: 30 / 51 / 0.0301
other: 1 / 2 / 0.000884
adders and majority gates: 9 / 9 / 0.0265
DFF: 91 / 91 / 0.564
xor gates and xnor gates: 31 / 31 / 0.0640
AOI/OAI and AO/OA: 44 / 44 / 0.0643
==> flip-flops by register name, summed over array words and instances (netlist names) <==
register and count:
eud0.check_counter 32, euf0.state 15, eud0.curr_grid_x 6, eud0.grid_x 6, eud0.next_grid_x 6, eud0.curr_grid_y 5, eud0.grid_y 5, eud0.next_grid_y 5
eud0.grid_access 4, eud0.direction_counter 2, eud0.can_goto_new_position 1, eud0.grid_in 1, eud0.grid_write 1, eud0.is_enemy 1, eud0.update_enemy_start 1
==> layout make-up <==
| class | instances | share of cell area |
|---|---|---|
| clock buffers | 11 | 0.0537 |
| clock inverters | 5 | 0.00764 |
| inverters | 13 | 0.00993 |
| multi-input cells | 273 | 0.353 |
| flip-flops and latches | 91 | 0.487 |
| well taps | 180 | 0.0458 |
| repair buffers | 22 | 0.0433 |
==> worst register-to-register path, cell delays in order (launching register included) <==
cell	delay [ps]
edfxtp_1	440
inv_1	90
ha_1	210
or4b_1	560
or3_1	560
nor4_2	400
buf_4	320
nand2_1	90
buf_4	270
==> Yosys cell counts (10+ instances only) <==
cell type,number
inv_1,13
dfxtp_1,34
o21ai_0,15
edfxtp_1,57
nand2_1,27
nor3_1,16
nor4_1,10
nor2_1,55
a21oi_1,12
xnor2_1,18
clkbuf_1,14
xor2_1,13
==> power groups by stage <==
stage     registers, mW  clock network [mW]  logic [mW]
4_1_cts           0.354               0.265      0.0436
5_1_grt           0.357               0.276      0.0495
6_report          0.354               0.259      0.0433
==> how the worst max path moves through the flow <==
stage     startpoint                             to  slack, ps  depth (start not counted)
5_1_grt        reset  eud0.next_grid_x[3]$_DFFE_PP_       8280                          3
6_report       reset  eud0.next_grid_y[4]$_DFFE_PP_       8440                          3
4_1_cts        reset  eud0.next_grid_x[3]$_DFFE_PP_       8450                          3
==> cells in the final DEF (no fill, tap or decap), drive strengths merged, types with 2 or more instances in the layout <==
cell           instances
and4                   2
nor4                  11
nand4                  2
nor3b                  7
or2                    6
inv                   17
or4b                   2
ha                     9
nand2                 27
buf                    3
edfxtp                57
o21ai                 16
conb                   2
nor3                  16
a21o                   2
nand2b                 5
and2                   2
xor2                  13
and3                   4
a21oi                 12
mux2                  10
clkdlybuf4s50         19
or4                    8
nand3b                 2
nand3                  8
nand4b                 2
dfxtp                 34
o41ai                  2
clkbuf                11
mux2i                  2
xnor2                 18
nor2                  55
o31ai                  2
or3                    4
nor2b                  9
==> per-stage QoR <==
step	worst slack (ps)	std cells	area, sq um	hold WS (ps)	utilization
2_1_floorplan	9050	394	4250	393	-
6_report	8440	595	4910	432	0.355
3_3_place_gp	8170	579	4610	412	0.334
3_5_place_dp	8100	579	4610	419	0.334
5_1_grt	8280	595	4910	460	0.355
4_1_cts	8450	595	4910	437	0.355
==> metal layers <==
layer | up-vias | wire [um]
met5 | - | 0
met4 | 0 | 78
met3 | 12 | 364
met2 | 50 | 3520
met1 | 1336 | 3740
li1 | 1434 | -
Power is estimated from default activity; no workload was simulated.
