`./design.v`:
```
module draw_player(clock, reset,
                   start, done,
                   x, y,
                   vga_x, vga_y, vga_colour, vga_write);
    input clock;
    input reset;
    input start;
    output done;
    input [13:0] x;
    input [12:0] y;
    output [7:0] vga_x;
    output [6:0] vga_y;
    output [17:0] vga_colour;
    output vga_write;
    wire load, reset_counter, increment_counter, add_offset, counter_at_max;
    _draw_player_fsm dpf0 (.clock(clock),
                           .reset(reset),
                           .start(start),
                           .done(done),
                           .vga_write(vga_write),
                           .load(load),
                           .reset_counter(reset_counter),
                           .increment_counter(increment_counter),
                           .add_offset(add_offset),
                           .counter_at_max(counter_at_max));
    _draw_player_datapath dpd0 (.clock(clock),
                                .reset(reset),
                                .x(x),
                                .y(y),
                                .vga_x(vga_x),
                                .vga_y(vga_y),
                                .vga_colour(vga_colour),
                                .load(load),
                                .reset_counter(reset_counter),
                                .increment_counter(increment_counter),
                                .add_offset(add_offset),
                                .counter_at_max(counter_at_max));
endmodule
module _draw_player_fsm(clock, reset,
                        start, done,
                        load, reset_counter, increment_counter, add_offset, vga_write, counter_at_max);
    input clock;
    input reset;
    input start;
    output done;
    output load;
    output reset_counter;
    output increment_counter;
    output add_offset;
    output vga_write;
    input counter_at_max;
    reg [2:0] state;
    localparam WAIT       = 3'd0,
               INITIALIZE = 3'd1,
               ADD_OFFSET = 3'd2,
               WRITE_VGA  = 3'd3,
               INCREMENT  = 3'd4,
               DONE       = 3'd5;
    always @(posedge clock) begin
        if (reset)
            state <= WAIT;
        else begin
            case (state)
                WAIT:        state <= start ? INITIALIZE : WAIT;
                INITIALIZE:  state <= ADD_OFFSET;
                ADD_OFFSET:  state <= WRITE_VGA;
                WRITE_VGA:   state <= counter_at_max ? DONE : INCREMENT;
                INCREMENT:   state <= ADD_OFFSET;
                DONE:        state <= WAIT;
                default:     state <= WAIT;
            endcase
        end
    end
    assign load = state == INITIALIZE;
    assign reset_counter = state == INITIALIZE;
    assign add_offset = state == ADD_OFFSET;
    assign vga_write = state == WRITE_VGA;
    assign increment_counter = state == INCREMENT;
    assign done = state == DONE;
endmodule
module _draw_player_datapath(clock, reset,
                             x, y,
                             vga_x, vga_y, vga_colour,
                             load, reset_counter, increment_counter, add_offset, counter_at_max);
    input clock;
    input reset;
    input [13:0] x;
    input [12:0] y;
    output [7:0] vga_x;
    output [6:0] vga_y;
    output [17:0] vga_colour;
    input load;
    input reset_counter;
    input increment_counter;
    input add_offset;
    output counter_at_max;
    reg [7:0] x_base;
    reg [6:0] y_base;
    reg [7:0] vga_x;
    reg [6:0] vga_y;
    reg [17:0] vga_colour;
    reg [1:0] counter;
    wire x_offset;
    wire y_offset;
    assign x_offset = counter[0];
    assign y_offset = counter[1];
    always @(posedge clock) begin
        if (reset) begin
            x_base <= 8'b0;
            y_base <= 7'b0;
            vga_x <= 8'b0;
            vga_y <= 7'b0;
            vga_colour <= 18'b0;
        end
        else begin
            if (load) begin
              x_base <= x[13:6];
              y_base <= y[12:6];
              vga_colour <= 18'b000111000111000111;
            end
            if (add_offset) begin
                vga_x <= x_base + {7'b0, x_offset};
                vga_y <= y_base + {6'b0, y_offset};
            end
        end
    end
    always @(posedge clock) begin
        if (reset_counter | reset) begin
            counter <= 2'b0;
        end
        else if (increment_counter) begin
            counter <= counter + 1;
        end
    end
    assign counter_at_max = &counter;
endmodule
```
`./run.sh`:
```
#!/bin/bash
# OpenROAD 26Q1-2900-gdf79404cd8, Yosys 0.63+post, stock flow scripts
make -C /OpenROAD-flow-scripts/flow DESIGN_CONFIG=/design/flow/config.mk WORK_HOME=/design/flow/orfs finish
```
`./config.mk`:
```
export PLATFORM = sky130hd
export DESIGN_NAME = draw_player
export DESIGN_NICKNAME = draw_player
export VERILOG_FILES = /design/flow/design.v
export SDC_FILE = /design/flow/constraint.sdc
export NUM_CORES = 4
export LEC_CHECK = 1
export CORE_UTILIZATION = 30
```
`./constraint.sdc`:
```
current_design draw_player

set clk_period 1.7
set clk_io_pct 0.2

create_clock -name clk0 -period $clk_period [get_ports {clock}]

set non_clock_inputs [all_inputs -no_clocks]
set_input_delay [expr $clk_period * $clk_io_pct] -clock clk0 $non_clock_inputs
set_output_delay [expr $clk_period * $clk_io_pct] -clock clk0 [all_outputs]
```
==> impl_metrics.ini <==
; flow metrics
[route]
num_vias = 1199
num_antenna_cells = 0
routedWlPerCell_um = 11.1
ant_nets = 0
drt-pass1-iter-count = 4
drt-initial-drc-count = 72
vias_per_cell = 4.27
wirelength_um = 3120
route.detailed.drc = 0

[placed_design]
io_buffers = 43
placed_cells = 274
pre_cts_ws_ns = 0.0734
place_congestion = 0.755
post-dp-hpwl_um = 2060
dpl_cell_area_um2 = 2080

[cts]
cts_tree = built
clock_sinks = 39
cts_made_buffers = 5
cts_buffer_depth = 2
cts.repair.resized = 0
clock_latency_ns = 0.28
postCtsHoldBufs = 0
clockRootBuffer = clkbuf_8
post_cts_buffers = 0
clkTransAtPathRegs_ns = 0.08
cts_htree_levels = 2

[die]
die_y_um = 76.5
io_pins = 65
core_area_um2 = 5240
dieArea_um2 = 5850
fp.dieW_um = 76.5
row_count = 26
initial_core_util = 0.318

[cells_and_area]
layout-drive-gt1-share = 0.0664
area_growth_pct = 30.2
finalInstanceArea_um2 = 2170
final_cells = 281

[critical_path]
worstSetupPathType = register to register
arrival_ns = 1.76
crit_required_ns = 1.90
startpoint_type = register
cp-end-kind = register
cp_max_fo = 3

[global_routing]
grt_max_degree = 39
grt_pass1_wl_um = 5260
antenna_found_initial = 0
grt.total_usage = 0.113
grt-ovfl-total = 0
grt_pass1_vias = 1114

[synth]
synth_chip_area_um2 = 1670
avgSynthCellArea_um2 = 9.52
ys.flops = 39
postSynthSeqShare = 0.469
ys_cells = 175
yosysWarnings = 2
common_cells = 39 x dfxtp_1, 35 x nor2_1, 20 x mux2i_1, 17 x buf_4
synth_area_um2 = 1670
edf_count = 0
synth.distinct_cells = 26
ys_top_cells_by_area = dfxtp_1 47%, mux2i_1 12%, nor2_1 7.9%
syn_inst = 175
top_area_cell = dfxtp_1
synthFlopType = dfxtp_1
most_common_cell = dfxtp_1
synthArstFlopShare = 0
netlist.area_leader.share = 0.469

[run]
cap_violations = 0
tool_warnings = 37

[final_timing]
fmax_ghz = 0.642
final_max_slew_viol_count = 0
grt_setup_unrepaired = false
final.setup.worst_slack_ns = 0.143
setup_viol = 0
post-route-min-period_ns = 1.56
hold_viol = 0
finClkSkew_ns = 0.00650
finalCritPeriodShare = 0.916
finalSetupTns_ns = 0

[power]
p_per_area_nw_per_um2 = 825
switching_share = 0.225
clockPowerShare = 0.352
power_leakage_nw = 0.799
ir_worst_vdd_mv = 0.392
p_comb_frac = 0.102
finalPower_mw = 1.79
seqPwrFrac = 0.547
p_int_mw = 1.39
p_sw_uw = 403

[min_path]
holdCritPathClass = register to register

[outcome]
status = complete, no violations
==> logic make-up after synthesis <==
family	count (synthesis)	synth area share
buffers and inverters	30	0.109
flip-flops	39	0.469
AND-OR/OR-AND	17	0.0729
XOR/XNOR	7	0.0368
adder cells (fa/ha/maj)	5	0.0376
AND/OR/NAND/NOR	56	0.153
other	1	0.00225
multiplexers	20	0.120
==> metrics by stage <==
step,hold slack [ns],util
2_1_floorplan,0.393,-
3_3_place_gp,0.427,0.397
3_5_place_dp,0.427,0.397
4_1_cts,0.437,0.413
5_1_grt,0.470,0.414
6_report,0.438,0.414
==> worst max-delay path, stage by stage (launching register included) <==
cell	delay, ns
dfxtp_1	0.36
ha_1	0.19
ha_2	0.20
nand3_1	0.13
or3_1	0.36
a311oi_1	0.23
==> state kept, by name, summed over array words and instances (netlist names) <==
register         cells
dpd0.counter         2
dpd0.vga_colour      1
dpd0.vga_x           8
dpd0.vga_y           7
dpd0.x_base          8
dpd0.y_base          7
dpf0.state           6
==> layout make-up <==
type                            instances  area [um2]
Multi-Input combinational cell        114         736
Sequential cell                        39         782
Tap cell                               70        87.6
Clock buffer                            6        82.6
Clock inverter                          1        5.00
Timing Repair Buffer                   47         460
Fill cell                             527        3070
Inverter                                4        15.0
==> path summary, 6_finish.rpt <==
path / start / to / slack [ns] / depth (start not counted)
setup / recovery: dpd0.counter[1]$_SDFFE_PP0P_ / dpd0.vga_y[6]$_SDFFE_PP0P_ / 0.14 / 5
hold / removal: dpf0.state[0]$_DFF_P_ / dpf0.state[3]$_DFF_P_ / 0.44 / 2
setup reg to reg: dpd0.counter[1]$_SDFFE_PP0P_ / dpd0.vga_y[6]$_SDFFE_PP0P_ / 0.14 / 5
hold reg to reg: dpf0.state[0]$_DFF_P_ / dpf0.state[3]$_DFF_P_ / 0.44 / 2
==> cells in the final DEF, fill, tap and decap left out <==
master	n
o211ai_1	1
a311oi_1	4
nand2_1	4
nand3_1	6
a211oi_1	6
buf_4	4
and3b_1	1
clkinv_2	1
dfxtp_2	1
nor3b_1	1
ha_1	4
nand4_2	1
clkbuf_8	6
nor2_1	35
or3_1	4
xnor2_1	3
clkdlybuf4s50_1	43
o311ai_0	1
dfxtp_1	38
xor2_1	4
or4_1	1
mux2i_1	20
nand2b_1	1
conb_1	9
ha_2	1
o21ai_0	5
inv_1	4
nor3_1	2
==> metal layers <==
layer  share of wire  track usage  vias up
met5               0            0        -
met4           0.012       0.0192        0
met3           0.038       0.0231        5
met2            0.42        0.164       28
met1            0.53        0.178      528
li1                -            -      638
==> power groups by stage <==
stage	clock network (mW)	registers [mW]	logic, mW
CTS	0.644	0.977	0.185
global route	0.687	0.983	0.204
finish	0.629	0.977	0.182
No activity file was given, so power comes from the tool's default toggle rates.
